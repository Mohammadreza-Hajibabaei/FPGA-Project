==> design/flow/run.sh <==
#!/bin/bash
# OpenROAD 26Q1-2900-gdf79404cd8, Yosys 0.63+post, stock flow scripts
make -C /OpenROAD-flow-scripts/flow DESIGN_CONFIG=/design/flow/config.mk WORK_HOME=/design/flow/orfs finish
==> design/flow/config.mk <==
export PLATFORM = sky130hd
export DESIGN_NAME = Descramble
export DESIGN_NICKNAME = Descramble
export VERILOG_FILES = /design/flow/design.v
export SDC_FILE = /design/flow/constraint.sdc
export NUM_CORES = 4
export LEC_CHECK = 1
export CORE_UTILIZATION = 50
==> design/flow/constraint.sdc <==
current_design Descramble

set clk_period 4.6
set clk_io_pct 0.2

create_clock -name clk0 -period $clk_period [get_ports {clk}]

set non_clock_inputs [all_inputs -no_clocks]
set_input_delay [expr $clk_period * $clk_io_pct] -clock clk0 $non_clock_inputs
set_output_delay [expr $clk_period * $clk_io_pct] -clock clk0 [all_outputs]
==> design/flow/design.v <==
`timescale 1ns / 1ps
module Descramble(
    input clk,
    input reset,
    input [15:0]scramble_data,
    output reg [15:0]descramble_data,
    output reg data_valid
    );
    reg [17:0]sr_x = 18'b100000000000000000;
    reg [17:0]sr_y = 18'b011111111111111111; 
    reg [17:0]initial_x = 18'b000000000000000001;
    reg [17:0]initial_y = 18'b111111111111111111;   
    reg [15:0]header_pattern = 16'b1111111111111111;     
    wire a,b,d;
    wire [1:0] c;
    wire [1:0] R;
    reg [1:0]state;
    reg [3:0] header_counter;
    parameter IDLE = 2'b0;
    parameter descramble = 2'b1;
    assign a = sr_x[5] ^ sr_x[7] ^ sr_x[16];
    assign b = sr_y[6] ^ sr_y[7] ^ sr_y[9] ^ sr_y[10] ^ sr_y[11] ^ sr_y[12] ^ sr_y[13] ^ sr_y[14] ^ sr_y[15] ^ sr_y[16];
    assign c = (a ^ b) * 2;
    assign d = sr_x[1] ^ sr_y[1];
    assign R = {1'b0,d} + c;
    always@(posedge clk)
    begin
        if(!reset)
        begin
            sr_x <= initial_x;
            sr_y <= initial_y;
            header_counter <= 0;
            data_valid <= 0;
            state <= IDLE;
        end
        else
        begin
            case(state)
                IDLE:
                begin
                    if(scramble_data == header_pattern)
                    begin
                        header_counter <= header_counter + 1;
                        if(header_counter == 3)
                        begin
                            header_counter <= 0;
                            state <= descramble;
                            data_valid <= 0;
                        end
                    end
                    else
                    begin
                        header_counter <= 0;
                        data_valid <= 0;
                    end
                end
                descramble:
                begin
                    if(scramble_data != header_pattern)
                    begin
                        data_valid <= 1;
                        sr_x[16] <= sr_x[17]; 
                        sr_x[15] <= sr_x[16]; 
                        sr_x[14] <= sr_x[15]; 
                        sr_x[13] <= sr_x[14]; 
                        sr_x[12] <= sr_x[13]; 
                        sr_x[11] <= sr_x[12]; 
                        sr_x[10] <= sr_x[11]; 
                        sr_x[9] <= sr_x[10]; 
                        sr_x[8] <= sr_x[9]; 
                        sr_x[7] <= sr_x[8]; 
                        sr_x[6] <= sr_x[7]; 
                        sr_x[5] <= sr_x[6]; 
                        sr_x[4] <= sr_x[5]; 
                        sr_x[3] <= sr_x[4]; 
                        sr_x[2] <= sr_x[3]; 
                        sr_x[1] <= sr_x[2]; 
                        sr_x[0] <= sr_x[1]; 
                        sr_x[17] <= sr_x[0] ^ sr_x[7];
                        sr_y[16] <= sr_y[17]; 
                        sr_y[15] <= sr_y[16]; 
                        sr_y[14] <= sr_y[15]; 
                        sr_y[13] <= sr_y[14]; 
                        sr_y[12] <= sr_y[13]; 
                        sr_y[11] <= sr_y[12]; 
                        sr_y[10] <= sr_y[11]; 
                        sr_y[9] <= sr_y[10]; 
                        sr_y[8] <= sr_y[9]; 
                        sr_y[7] <= sr_y[8]; 
                        sr_y[6] <= sr_y[7]; 
                        sr_y[5] <= sr_y[6]; 
                        sr_y[4] <= sr_y[5]; 
                        sr_y[3] <= sr_y[4]; 
                        sr_y[2] <= sr_y[3]; 
                        sr_y[1] <= sr_y[2]; 
                        sr_y[0] <= sr_y[1]; 
                        sr_y[17] <= sr_y[0] ^ sr_y[5] ^ sr_y[7] ^ sr_y[10];
                        case(R)
                            0: 
                                descramble_data <= scramble_data;
                            1:
                            begin
                                descramble_data[15:8] <=  ~scramble_data[7:0] + 8'b1;
                                descramble_data[7:0] <=  scramble_data[15:8];
                            end
                            2:
                            begin
                                descramble_data[15:8] <= ~scramble_data[15:8] + 8'b1;
                                descramble_data[7:0] <= ~scramble_data[7:0] + 8'b1;
                            end
                            3:
                            begin
                                descramble_data[15:8] <= scramble_data[7:0];
                                descramble_data[7:0] <= ~scramble_data[15:8] + 8'b1;
                            end
                        endcase
                    end
                    else
                    begin
                        data_valid <= 0;
                        state <= IDLE;
                        header_counter <= 1;
                    end
                end
                default:
                begin
                    state <= IDLE;
                    data_valid <= 0;
                end
            endcase
        end
    end
endmodule
==> results.txt <==
Results of the full flow below.

Drt:
- The run gives the number of detailed-route iterations in the first pass as 6.
- In the routed layout, each cell is associated on average with a via count of 5.04.
- Per the post-route antenna check, the number of violating nets is 0.
- The run gives the first-iteration detailed-routing DRC count as 158.
- The run gives the mean routed wirelength per cell as 12.4 um.
- The run puts the wire length after detailed routing at 5.22 mm.
- Per the detail_route report, the via count comes to 2117.
- The repair_antennas step left the layout with diodes totalling 0.
- The routed layout reports a DRC error count of 0.

Placement:
- The run gives the count of input and output buffers as 34.
- The run gives the cell total after placement as 404.
- The run puts the final estimated routing congestion in global placement at 0.821.
- The run gives the final HPWL from detailed placement as 3.46 mm.

Run:
- The run gives the number of OpenROAD warnings as 28.
- The run gives the number of violations of the max-capacitance limit as 0.

Finish:
- In the final layout, the fill cell count is 467.
- In the final layout, the share of cells above drive strength 1 is 0.0805.
- The run gives the total area of multi-input combinational cells as 0.00145 sq mm.
- For this run, the number of standard cells in the final layout without fillers is 420.
- Summing all flip-flop and latch instances after layout gives 0.00134 sq mm.
- In this run the layout overhead on the synthesized area is reported as 22.2%.
- Measured on the finished design, the core utilization comes to 0.639.

Clocking:
- The run puts the clock sink count at 59.
- The number of setup buffers added after CTS is 0.
- The run puts the post-cts gate resize count at 0.
- The run gives the number of buffers created by CTS as 9.
- The run gives the CTS tree as built.
- In this run the clock root is driven by a sky130_fd_sc_hd__clkbuf_8.
- The run gives the clock tree buffer depth as 2.
- Looking at the clock tree report, the H-tree level count equals 3.
- As reported, the later end of the worst-skew pair has a clock insertion delay of 0.33 ns.
- The run gives the CTS clock-pin slew for the worst setup and hold paths as 0.06 ns.
- The run gives the post-cts hold-fix buffer tally as 0.

Worst setup path:
- Per STA, the highest per-stage delay on the worst path measures 0.60 ns.
- The run gives the biggest fanout along the worst timing path as 39.
- The startpoint identified for the worst register-to-register timing path is sr_x[5].
- The run puts the worst path required time at 4.82 ns.
- Data arrives at the worst endpoint at 3.26 ns.
- STA classifies the critical path endpoint as a flop.
- The worst setup path is launched from an input port.
- The worst register-to-register path ends at descramble_data[2].
- The most critical setup path has its startpoint at scramble_data[1].
- The setup path with the least slack is of type input port to flop.
- The run gives the slowest stage cell on the critical path as sky130_fd_sc_hd__clkdlybuf4s50_1.
- The run gives the depth of the most critical reg-to-reg path as 7.
- Listed in order, past its start point the critical path passes clkdlybuf4s50_1 -> ha_1 -> nand4_1 -> or4_1 -> nand2_1 -> buf_4 -> o21ai_0 -> a22oi_1 -> nor2b_1.
- The run puts the slack of the worst reg-to-reg path at 2.44 ns.

Floorplan:
- The floorplan step defined a core boundary enclosing 0.00554 sq mm.
- The die is 78.1 um tall.
- The run puts the number of placement rows at 27.
- The run puts the overall die area at 0.00611 sq mm.
- Measured along the x axis, the die boundary spans 78.1 um.
- The run gives the number of top-level pins as 35.
- The run gives the initial standard-cell utilization of the core as 0.523.

Synthesis:
- The run gives the sequential share of the synthesized area as 0.463.
- The run gives the number of warnings printed during yosys synthesis as 1.
- The run gives the number of distinct library cells after synthesis as 40.
- The run puts the async set-reset flop share out of synthesis at 0.
- The run puts the synthesis area per yosys at 0.00290 sq mm.
- Once synthesis finished, the tally of register bits stood at 59.
- Averaged over all synthesized cells, the footprint is 9.38 sq um.
- The run gives the yosys stat cell total as 309.
- The run gives the count of mapped cells out of synthesis as 309.
- After synthesis the cells add up to 0.00290 sq mm.
- The most used flip-flop cell after synthesis is sky130_fd_sc_hd__dfxtp_1.
- The run gives the number of enable-type register cells in the synthesized netlist as 16.

Pwr:
- The script extracted a total leakage power of 1.44 nW.
- The run gives the power density over the cells as 329 mW/mm^2.
- Across the VDD grid, the largest voltage drop is 0.000266 V.

Hold path:
- The run gives the hold path startpoint as sr_x[4].
- The worst hold path was traced through 2 stages.
- The run gives the worst hold path endpoint as sr_x[4].
- The run gives the class of the tightest hold or removal check as flop to flop.

Status:
- The run finished with clean final reports.

Global routing:
- The run puts the global-route wire length before repair at 8.90 mm.
- The run gives the overall track demand over capacity in global routing as 0.190.
- The run puts the number of antenna violations at the first check in global routing at 0.
- The run gives the via count of the first global-routing pass as 1863.
- The run puts the total congestion overflow at 0.
- Entering global routing, the biggest net connects 45 pins.

Final timing:
- The final timing report lists a max-slew violation count of 0.
- The run puts the slew of the pin with the lowest slew margin at 0.751 ns.
- In the final timing run, aggregate negative setup slack is 0 ns.
- The run gives the post-route clock skew as 0.00783 ns.
- The run puts the worst slew margin relative to its limit at 0.500.
- The run puts the peak clock frequency supported by timing at 328 MHz.
- The run puts the ratio of final minimum period to clock period at 0.662.
- The run gives the number of failing hold endpoints at the final stage as 0.
- The run gives the time the worst path needs with I/O delays and setup as 3.05 ns.
- Setup repair after global routing left no endpoint under its margin.
- The run puts the setup-violating endpoint count in the final report at 0.
-- flip-flops by register name, summed over array words and instances, names as in the netlist --
name and count:
sr_x 18, sr_y 18, header_counter 4, state 2, data_valid 1, descramble_data 16
-- worst max-delay path by stage --
stage | cells after the start | endpoint
global route | 9 | header_counter[1]
CTS | 9 | header_counter[2]
finish | 9 | header_counter[2]
-- cells in the final DEF (no fill, tap or decap), drive strengths merged, types with 4 or more instances in the layout --
cell           instances
a21boi                19
buf                    6
clkbuf                15
clkdlybuf4s50         34
dfxtp                 43
edfxtp                16
ha                     5
inv                    5
mux2i                 13
nand2                 89
nand3                 20
nand4                  4
nor2                   7
nor2b                  4
nor3                   4
o21ai                  7
o31ai                  4
xnor2                 16
xor2                  12
-- per-layer routing --
| layer | up-vias | global-route usage | part of all wire |
|---|---|---|---|
| met3 | 10 | 0.0260 | 0.050 |
| met4 | 0 | 0.0333 | 0.021 |
| met1 | 941 | 0.346 | 0.53 |
| met5 | - | 0 | 0 |
| li1 | 1113 | - | - |
| met2 | 53 | 0.254 | 0.40 |
-- synthesized netlist by cell type, types with 3 or more instances --
| cell type | count | area, sq um |
|---|---|---|
| sky130_fd_sc_hd__xor2_1 | 11 | 96.3 |
| sky130_fd_sc_hd__dfxtp_1 | 43 | 861 |
| sky130_fd_sc_hd__o31ai_1 | 4 | 30.0 |
| sky130_fd_sc_hd__clkbuf_1 | 5 | 18.8 |
| sky130_fd_sc_hd__ha_1 | 5 | 62.6 |
| sky130_fd_sc_hd__mux2i_1 | 13 | 130 |
| sky130_fd_sc_hd__nor2b_1 | 3 | 18.8 |
| sky130_fd_sc_hd__inv_1 | 5 | 18.8 |
| sky130_fd_sc_hd__nand2_1 | 89 | 334 |
| sky130_fd_sc_hd__edfxtp_1 | 16 | 480 |
| sky130_fd_sc_hd__buf_2 | 8 | 40.0 |
| sky130_fd_sc_hd__nand4_1 | 4 | 25.0 |
| sky130_fd_sc_hd__xnor2_1 | 14 | 123 |
| sky130_fd_sc_hd__o21ai_0 | 7 | 35.0 |
| sky130_fd_sc_hd__a21boi_0 | 19 | 143 |
| sky130_fd_sc_hd__nand3_1 | 20 | 100 |
| sky130_fd_sc_hd__nor2_1 | 7 | 26.3 |
| sky130_fd_sc_hd__a21oi_1 | 3 | 15.0 |
| sky130_fd_sc_hd__nor3_1 | 4 | 20.0 |
-- per-stage QoR --
stage	total power, mW	setup WS, ns	hold slack [ns]	cell area, sq um
after CTS	1.18	1.59	0.465	3540
final	1.17	1.55	0.461	3540
after global placement	0.601	1.30	0.448	3280
after detailed placement	0.601	1.25	0.456	3280
after global routing	1.20	1.39	0.483	3540
after floorplan	0.573	2.17	0.440	2900
-- where the power goes --
| group | switching [mW] | internal (mW) | total, mW |
|---|---|---|---|
| clock network | 0.196 | 0.379 | 0.575 |
| logic | 0.0280 | 0.0289 | 0.0569 |
| registers | 0.000000129 | 0.533 | 0.533 |
-- critical path: cells and delay by family --
kind | cells | cell delay (ns)
buf+inv | 2 | 0.96
compound gates | 2 | 0.42
fa+ha+maj | 1 | 0.19
simple gates | 4 | 0.76
-- cells by family (layout without fill, tap and decap cells) --
| family | Yosys count | count (layout) | synth area share |
|---|---|---|---|
| AOI/OAI and AO/OA | 39 | 39 | 0.0932 |
| muxes | 15 | 15 | 0.0604 |
| DFF | 59 | 59 | 0.463 |
| buffers and inverters | 22 | 61 | 0.0384 |
| adders and majority gates | 5 | 5 | 0.0216 |
| and+or+nand+nor | 138 | 138 | 0.208 |
| xor gates and xnor gates | 31 | 31 | 0.116 |
-- area by class of cell --
class,instances,area share
Tap cell,72,0.0254
Clock inverter,1,0.00848
Multi-Input combinational cell,228,0.408
Sequential cell,59,0.379
Timing Repair Buffer,40,0.109
Inverter,5,0.00530
Clock buffer,15,0.0650
Power and IR drop assume default switching activity.
